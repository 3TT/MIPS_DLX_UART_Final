==> /design/flow/design.v <==
`timescale 1ns / 1ps
module branch_logic(
							input [1:0] DE_control,
							input cmp,
							output reg PC_sel
							);
initial PC_sel=0;
always @(*)
PC_sel <= ((DE_control[0] ~^ cmp) & DE_control[1]);
endmodule
`timescale 1ns / 1ps
module comparer(a,b,cmp_out);
parameter BUS_SIZE = 10;
input [BUS_SIZE-1:0] a,b;
output cmp_out;
assign cmp_out = (a == b);
endmodule
`timescale 1ps / 1ps
module control_unit(input [5:0] opcode,
							output reg [1:0] DE_control,
							output reg [3:0] EX_control,
							output reg [1:0] M_control,  
							output reg [1:0] WB_control
    );
initial
	begin
		EX_control <= 4'b0000; 
		M_control <= 2'b00; 
		WB_control <= 2'b00; 
		DE_control <= 2'b00;
	end
always@(opcode)
begin
	case (opcode)
	6'b100011:  
		begin
			EX_control <= 4'b0100;
			M_control <= 2'b10;
			WB_control <= 2'b10;
			DE_control <= 2'b0X;
		end
	6'b101011:   
		begin
			EX_control <= 4'bX100;
			M_control <= 2'b01;
			WB_control <= 2'b0X;
			DE_control <= 2'b0X;
		end
	6'b000100:  
		begin
			EX_control <= 4'bX001;
			M_control <= 2'b00;
			WB_control <= 2'b0X;
			DE_control <= 2'b11;
		end
	6'b000101:  
		begin
			EX_control <= 4'bX001;
			M_control <= 2'b00;
			WB_control <= 2'b0X;
			DE_control <= 2'b10;
		end
	6'b000000:  
		begin
			EX_control <= 4'b1010;
			M_control <= 2'b00;
			WB_control <= 2'b11;
			DE_control <= 2'b0X;
		end
	6'b001000:  
		begin
			EX_control <= 4'b1110;
			M_control <= 2'b00;
			WB_control <= 2'b11;
			DE_control <= 2'b0X;
		end	
	6'b001100:  
		begin
			EX_control <= 4'b1110;
			M_control <= 2'b00;
			WB_control <= 2'b11;
			DE_control <= 2'b0X;
		end	
	6'b001010:  
		begin
			EX_control <= 4'b1110;
			M_control <= 2'b00;
			WB_control <= 2'b11;
			DE_control <= 2'b0X;
		end	
	6'b001101:  
		begin
			EX_control <= 4'b1110;
			M_control <= 2'b00;
			WB_control <= 2'b11;
			DE_control <= 2'b0X;
		end	
	6'b001110:  
		begin
			EX_control <= 4'b1110;
			M_control <= 2'b00;
			WB_control <= 2'b11;
			DE_control <= 2'b0X;
		end	
	default: 
		begin
			EX_control <= 4'b0000;
			M_control <= 2'b00;
			WB_control <= 2'b00;
			DE_control <= 2'b00;
		end
	endcase
end
endmodule
`timescale 1ps / 1ps
module instruction_decode(
									input [31:0] instruc,
									input clock,
									input [5:0] current_PC,
									input [4:0] rw,
									input reg_write,
									input [31:0] busw,
									input mux_ctrl_signal_sel,
									output [3:0] EX_control,
									output [1:0] M_control,
									output [1:0] WB_control,
									output [31:0] bus_a,
									output [31:0] bus_b,
									output [31:0] immed_ext,
									output [5:0] branch_address,
									output [5:0] jump_address,
									output branch_sel, 
									output jump_sel,
									output [1023:0]registros
									);
assign immed_ext = {{16{instruc[15]}},{instruc[15:0]}};
wire cmp_out;
wire [1:0] DE_control;
comparer #(32) branch_cmp(
														.a(bus_a),
														.b(bus_b),
														.cmp_out(cmp_out)
														);
branch_logic branch_log(
							.DE_control(DE_control),
							.cmp(cmp_out),
							.PC_sel(branch_sel)
							);
adder #(5+1) add(
								.in_a(current_PC),
								.in_b(immed_ext[5:0]),
								.sum(branch_address)
								 );
register_bank registers(
							.reg_write(reg_write),
							.clock(clock),
							.ra(instruc[25:21]),
							.rb(instruc[20:16]),
							.rw(rw),  
							.busw(busw),
							.bus_a(bus_a),
							.bus_b(bus_b),
							.registros(registros)
    );
wire [3:0] EX_control_out;
wire [1:0] M_control_out;
wire [1:0] WB_control_out;
control_unit ctrl_unit( .opcode(instruc[31:26]),
							.DE_control(DE_control),
							.EX_control(EX_control_out),
							.M_control(M_control_out),
							.WB_control(WB_control_out)
    );
wire [7:0] control;
mux_2to1 #(8) mux_ctrl_signal (
    .in_a(8'b0), 
    .in_b({EX_control_out,M_control_out,WB_control_out}), 
    .sel(mux_ctrl_signal_sel), 
    .out(control)
    );
assign EX_control = control[7:4];
assign M_control = control[3:2];
assign WB_control = control[1:0];
jump_decode jump_decode (
													 .opcode(instruc[31:26]), 
													 .jump_sel(jump_sel)
													 );
assign jump_address = instruc[5:0];
endmodule
`timescale 1ns / 1ps
module jump_decode(
											input [5:0] opcode,
											output reg jump_sel
										);
initial jump_sel = 0;
always@(opcode)
begin
	case (opcode)
	6'b000010:  
		begin
			jump_sel <= 1;
		end
	default: 
		begin
			jump_sel <= 0;
		end
	endcase
end
endmodule
`timescale 1ps / 1ps
module register_bank(input reg_write,
							input clock,
							input [4:0] ra,
							input [4:0] rb,
							input [4:0] rw,  
							input [31:0] busw,
							output [31:0] bus_a,
							output [31:0] bus_b,
							output [1023:0]registros
    );
reg [31:0] registro[0:31];
integer i;
initial 
	begin
		registro[0]<=0;
		for (i = 1; i < 32; i = i+1)  
			registro[i] <= i;
	end
assign bus_a = registro[ra];
assign bus_b = registro[rb];
assign registros=({registro [ 31 ] , registro [ 30 ] , registro [ 29 ] , registro [ 28 ] , registro [ 27 ] , registro [ 26 ] , registro [ 25 ] , registro [ 24 ] , registro [ 23 ] , registro [ 22 ] , registro [ 21 ] , registro [ 20 ] , registro [ 19 ] , registro [ 18 ] , registro [ 17 ] , registro [ 16 ] , registro [ 15 ] , registro [ 14 ] , registro [ 13 ] , registro [ 12 ] , registro [ 11 ] , registro [ 10 ] , registro [ 9 ] , registro [ 8 ] , registro [ 7 ] , registro [ 6 ] , registro [ 5 ] , registro [ 4 ] , registro [ 3 ] , registro [ 2 ] , registro [ 1 ] , registro [ 0 ] });
always @(negedge clock) 
	begin
		if(reg_write == 1)
			registro[rw] <= busw;
		else
			registro[rw] <= registro[rw];
	end
endmodule
`timescale 1ps / 1ps
module adder(
							in_a,
							in_b,
							sum
							);
parameter width = 10;
input  [width-1:0]in_a;
input  [width-1:0]in_b;
output [width-1:0]sum;
assign sum = in_a + in_b;
endmodule
`timescale 1ps / 1ps
module mux_2to1(in_a,in_b,sel,out);
parameter bus_size = 10;
input [bus_size-1:0]in_a;
input [bus_size-1:0]in_b;
input sel;
output reg [bus_size-1:0]out;
initial out = 0;
always@(sel,in_a,in_b)
begin
	case (sel)
	2'b0: out <= in_a;	
	2'b1: out <= in_b;
	endcase
end
endmodule
==> /design/flow/run.sh <==
#!/bin/bash
# OpenROAD 26Q1-2900-gdf79404cd8, Yosys 0.63+post, stock flow scripts
make -C /OpenROAD-flow-scripts/flow DESIGN_CONFIG=/design/flow/config.mk WORK_HOME=/design/flow/orfs finish
==> /design/flow/config.mk <==
export PLATFORM = sky130hd
export DESIGN_NAME = instruction_decode
export DESIGN_NICKNAME = instruction_decode
export VERILOG_FILES = /design/flow/design.v
export SDC_FILE = /design/flow/constraint.sdc
export NUM_CORES = 4
export LEC_CHECK = 1
export CORE_AREA = 10 10 628 628
export DIE_AREA = 0 0 638 638
==> /design/flow/constraint.sdc <==
current_design instruction_decode

set clk_period 8.5
set clk_io_pct 0.2

create_clock -name clk0 -period $clk_period [get_ports {clock}]

set non_clock_inputs [all_inputs -no_clocks]
set_input_delay [expr $clk_period * $clk_io_pct] -clock clk0 $non_clock_inputs
set_output_delay [expr $clk_period * $clk_io_pct] -clock clk0 [all_outputs]
==> results_slide.txt <==
Flow Results at a Glance

Job
  • Max cap viols: 0
  • Tool warnings: 1029

Global route
  • Vias in the first global route: 50200
  • GRT Residual Overflow: 0
  • Initial antenna violation count: 47
  • Tot GR Track Use: 0.190
  • Pin count of the biggest net entering global routing: 54
  • First-pass GRT wire length: 491000 um

STA
  • Worst slew pin tran: 1.02 ns
  • RSZ-0062 raised after global routing: true
  • Setup Viol. Count Final: 65
  • Hold Violations, Final: 0
  • Post-route setup TNS: -16.06 ns
  • Worst slew margin: 0.316
  • Pins Over Slew Limit: 0
  • Post-route setup slack: -1.73 ns

Yosys
  • Area leader share: 0.635
  • Seq share, synth: 0.635
  • Flip-flops with a built-in enable: 1024
  • Top_reg_cell synth: edfxtp_1
  • Mapped Area: 48400 sq um
  • # Cells Yosys: 2563
  • Synth async-reset ratio: 0
  • Mean area per synthesized cell: 18.9 sq um
  • Yosys warnings: 5
  • Post-synthesis register bit count: 1024
  • Yosys synthesis chip area: 48400 sq um
  • Cell type with the largest total area: edfxtp_1
  • Cells after synthesis: 2563
  • Post-synth cell types: 40
  • Top cells by area, synth: edfxtp_1, mux4_2, mux2i_1, a22o_1, a221oi_1

Power
  • Pwr Density: 177 nW/um^2
  • LEAKAGE: 36.0 nW
  • Final total power: 15.9 mW
  • Worst-case vdd ir drop: 0.143 mV

Placed design
  • Cells after DPL: 9965
  • Dpl hpwl: 298000 um
  • Final RePlAce weighted congestion: 0.957
  • IO buf count: 1183

Worst setup path
  • Worst Path Arrival: 8.53 ns
  • Worst Path Class, Setup: flip-flop to primary output
  • Largest fanout on the critical path: 3
  • Worst Setup Start Kind: flip-flop
  • Critical Path RT: 6.80 ns
  • Worst setup EP type: primary output

Finish
  • Reg area: 30700 sq um
  • Layout area overhead: 85.2%
  • Top reg by flops: registers.registro
  • Max FFs per register: 1024
  • Top Registers: registers.registro x1024
  • Multi-input combinational cell area: 18400 sq um
  • Final Non-Filler Cells: 11400
  • Finished Core Util: 0.236
  • Filler instances: 39100
  • Share of post-route cells with drive strength above 1: 0.405

Routing
  • Drc violations: 0
  • Final Routed Wirelength: 386000 um
  • Via count: 44600
  • Final ANT Viol Nets: 0
  • Initial DRT Pass Iterations: 5
  • Drt wl/cell: 33.8 um
  • Detailed router's first-iteration violation count: 2779
  • Vias/cell: 3.90

Die
  • I/O pins: 1220
  • FP Util: 0.127
  • Rows: 226
  • Die Area: 407000 sq um
  • Chip width: 638 um
  • Core Footprint: 380000 sq um
  • Die H: 638 um

Clocking
  • CTS tree: done
  • Clk slew on worst S/H paths: 0.04 ns
  • Num CTS Buffers: 144
  • Clock buffer depth: 4
  • Clk root buf: clkbuf_16
  • Sink Count: 1024
  • H-Tree Depth: 4

Outcome
  • Failing checks: setup timing
  • Status: complete, but fails checks

Hold path
  • Worst min path class: input port to primary output
==> routing by layer <==
metal / GRT usage / part of all wire
met5: 0.0103 / 0.0019
met4: 0.0935 / 0.056
met3: 0.123 / 0.14
met2: 0.297 / 0.47
met1: 0.196 / 0.33
==> layout make-up <==
cell class,instances,area share
well taps,5016,0.0700
repair buffers,2802,0.286
flip-flops and latches,1024,0.343
multi-input cells,1291,0.205
inverters,9,0.000405
diodes,13,0.000363
clock inverters,1129,0.0544
clock buffers,145,0.0405
==> worst paths after layout <==
kind	start	to	slack [ns]	cells after the start
worst min-delay path	instruc[10]	immed_ext[10]	3.40	0
worst max-delay path	registers.registro[7][4]	branch_sel	-1.73	12
==> synthesized netlist by cell type (4+ instances only) <==
master / number
a21boi_0: 59
a21boi_1: 5
a221oi_1: 64
a22o_1: 128
a31oi_1: 64
and2_1: 67
buf_1: 8
buf_2: 67
buf_4: 57
buf_6: 20
clkbuf_1: 86
edfxtp_1: 1024
ha_1: 5
inv_1: 8
mux2i_1: 129
mux4_2: 448
nand2_1: 67
nand3_1: 4
nand3b_1: 5
nor2_1: 43
nor2b_1: 6
nor3_1: 64
nor4_1: 9
o21bai_1: 65
xnor2_1: 4
xor2_1: 33
==> report_power, final <==
group	internal [mW]	switching (mW)
clock network	4.17	3.89
logic	0.934	1.20
registers	5.67	0.0430
total	10.8	5.14
==> cells by family after synthesis <==
family,count (synthesis),share of synthesized area
flops,1024,0.635
mux,577,0.235
compound gates,392,0.0639
simple gates,279,0.0290
buf+inv,248,0.0285
xor+xnor,37,0.00669
fa+ha+maj,6,0.00171
==> placed cells by master, fill, tap and decap left out, types with 5 or more instances in the layout <==
cell type	synthesis	final
clkinv_4	0	5
buf_12	0	94
nor2_1	43	6
nor3_4	0	25
buf_8	0	11
a21boi_0	59	51
nor4_1	9	6
buf_4	57	1422
mux2i_1	129	129
nor3_2	0	38
bufinv_16	0	12
o21bai_1	65	63
nand3b_1	5	5
inv_6	0	9
clkinvlp_2	0	22
nand2_1	67	65
a21boi_1	5	11
and2_1	67	65
a221oi_1	64	51
inv_8	0	7
clkdlybuf4s50_1	0	1107
a221oi_2	0	13
a22o_4	0	19
clkbuf_16	0	145
ha_1	5	5
inv_4	0	14
mux4_2	448	448
xor2_1	33	27
edfxtp_1	1024	1024
nor2_4	0	37
a22o_1	128	109
nor2b_4	0	6
inv_1	8	1058
diode_2	0	13
buf_6	20	164
a31oi_4	0	62
xor2_2	0	5
==> metrics by stage <==
stage / instance area, sq um / hold slack (ns) / setup slack, ns
6_report: 89700 / 3.40 / -1.73
5_1_grt: 89600 / 3.40 / -2.07
4_1_cts: 89100 / 3.40 / -1.93
3_5_place_dp: 77500 / 3.40 / -2.53
3_3_place_gp: 77400 / 3.40 / -2.68
2_1_floorplan: 48400 / 3.42 / 0.116
==> worst max-delay path: stages, from the launching register on <==
cell,delay [ns]
edfxtp_1,0.44
mux4_2,0.58
a22o_1,0.25
nor3_2,0.13
buf_6,0.19
a31oi_4,0.08
xor2_1,0.22
nor4_4,0.51
nand4_1,0.31
nor2_4,0.23
buf_6,0.16
mux2i_1,0.19
buf_2,0.12
==> repair_timing <==
action,in CTS,in global routing
buffers inserted,131,67
gates cloned,0,0
hold buffers,0,0
setup endpoints to repair,66,65
resized,563,60
pin swaps,140,73
Power and IR drop assume default switching activity.
