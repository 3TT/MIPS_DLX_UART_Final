$ cat flow/design.v
`timescale 1ns / 1ps
module debug_unit(
										input clk,
										input [7:0] rx_dato_out,  
										input rx_done,
										input tx_done,
										input [321:0] debug_signal,
										output reg enable,
										output reg [7:0] tx_dato_in,  
										output reg tx_start
										);
localparam [3:0]		IDLE = 4'b0000,
									CONT1 = 4'b0001,
									CONT2 = 4'b0010,
									STEP1 = 4'b0011,
									STEP2 = 4'b0100,
									STEP3 = 4'b0101,
									SEND1 = 4'b0110,
									SEND2 = 4'b0111,
									DECODE = 4'b1000,
									SEND3 = 4'b1001;								
reg [321:0] buffer;
reg [7:0] contador;
reg [7:0] contador_instruc;
reg [3:0] estado_actual;
reg [7:0] rx_dato_aux;
initial
	begin
		tx_start <= 0;
		tx_dato_in <= 0;
		enable <= 0;
		buffer <= 0;
		contador <= 0;
		contador_instruc <= 0;
		estado_actual <= IDLE;
	end
always @ (posedge clk)
case(estado_actual)
			IDLE:
				begin
				rx_dato_aux=rx_dato_out;
					if(rx_done == 1)
						begin
							estado_actual = CONT1;  
						end
					else
						begin
							estado_actual = IDLE;  
						end
				end
			CONT1:
				begin					
									if(rx_dato_aux == "s")
										begin
											estado_actual = STEP1;
										end
									else if(rx_dato_aux == "c")
										begin
											estado_actual = STEP1;
										end
							else 
									begin
										estado_actual = STEP1;
									end
				end
			STEP1:
				begin
				enable =1;
				estado_actual = STEP2;
				end
			STEP2:
				begin
				enable = 0;
				tx_dato_in = debug_signal[321-2:321-9];
				estado_actual = SEND1;
				tx_start = 1;
				end	
			SEND1:
				begin
					if(tx_done == 1)
						begin
							tx_start = 0;
							estado_actual = IDLE;
						end
					else 
						begin
							estado_actual = SEND1;
						end
				end
			default:
				begin
					estado_actual = IDLE;
				end
		endcase
endmodule
$ cat flow/constraint.sdc
current_design debug_unit

set clk_period 1.9
set clk_io_pct 0.2

create_clock -name clk0 -period $clk_period [get_ports {clk}]

set non_clock_inputs [all_inputs -no_clocks]
set_input_delay [expr $clk_period * $clk_io_pct] -clock clk0 $non_clock_inputs
set_output_delay [expr $clk_period * $clk_io_pct] -clock clk0 [all_outputs]
$ cat flow/run.sh
#!/bin/bash
# OpenROAD 26Q1-2900-gdf79404cd8, Yosys 0.63+post, stock flow scripts
make -C /OpenROAD-flow-scripts/flow DESIGN_CONFIG=/design/flow/config.mk WORK_HOME=/design/flow/orfs finish
$ cat flow/config.mk
export PLATFORM = sky130hd
export DESIGN_NAME = debug_unit
export DESIGN_NICKNAME = debug_unit
export VERILOG_FILES = /design/flow/design.v
export SDC_FILE = /design/flow/constraint.sdc
export NUM_CORES = 4
export LEC_CHECK = 1
export CORE_AREA = 10 10 139 139
export DIE_AREA = 0 0 149 149
==> notes.org <==
* Flow results

** CTS
- Worst-skew pair later-pin latency :: 240 ps
- Count of instances resized after the clock tree is built :: 0
- CTS buffer count :: 3
- CTS tree :: built
- Count of clock tree sinks :: 13
- Count of hold-fix buffers inserted at cts :: 0
- Clock input transition at the sequential cells of the worst setup and hold paths :: roughly 40 ps
- Clock Tree Root :: sky130_fd_sc_hd__clkbuf_16
- Per the CTS log, the buffer count on the longest clock path is 2.
- In this run the number of H-tree levels came out at 1.
- Buffers inserted by post-CTS timing repair :: 0

** Pwr
- The worst-case IR drop observed on VDD is about 0.32 mV.
- The leakage power in the latest report is 0.2647 nW.
- The switching component of the power was reported as 0.2328 mW.
- Total power normalized to cell area comes to 1014 nW/um^2.
- Share of power burned in the clock network :: 0.376
- Flop pwr share :: 0.431
- Of the total power, combinational logic draws 0.193.
- After layout, the design draws a total of 1.022 mW.
- The script computed the net switching share of total power as 0.2277.
- Internal cell power :: 0.7894 mW

** Timing
- For this run, the top clock speed supported by timing is 686.0 MHz.
- After routing, the total negative slack on setup checks comes to 0 ps.
- Unrepaired setup endpoints after global routing :: false
- For reference, the final report shows the hold violation count at 0.
- Setup slack on the critical path of the routed design comes to 442.2 ps.
- Checking max transition, the worst relative margin is 0.5745.
- Actual slew at the worst max-slew pin :: 635.9 ps
- Final worst clock skew :: 0.2792 ps
- The smallest clock period supported by the final layout is computed as 1458 ps.
- Number of setup violations in the final report :: 0
- Period Utilization, post-route :: 0.7672
- Hold timing on the final database bottoms out at a slack of 526.2 ps.
- Pins over their slew limit in the final report were tallied at 0.

** Synthesis
- The synth_stat.txt file lists the number of cells as 28.
- Of the total synthesized cell area, the portion taken by AND-OR and OR-AND cells is 0.05995.
- Synthesis produced 28 cells.
- The share of the Yosys chip area taken by registers is 0.7847.
- The mapped netlist covers around 460 sq um.
- Portion of synthesized cell area occupied by the leading cell type :: 0.6540
- Largest family of logic cells by area :: simple AND/OR/NAND/NOR gates
- Yosys xor share :: 0.01907
- Measured against the total synthesized area, the mux share comes to 0.
- Of the total synthesized cell area, the portion taken by AND, OR, NAND and NOR gates is 0.1172.
- Summed standard-cell area reported by yosys :: 459.2 sq um
- The synthesized design spends more area on one cell type than any other, namely sky130_fd_sc_hd__edfxtp_1.
- Yosys attributes the largest share of cell area to sky130_fd_sc_hd__edfxtp_1, sky130_fd_sc_hd__dfxtp_1, sky130_fd_sc_hd__nand3b_1.
- Per the post-synthesis stats, the area per cell is between 15 and 20 sq um.
- Count of state elements after synthesis :: 13
- Distinct cells, synth :: 14
- Warnings reported by Yosys during synthesis add up to 1.
- Adder share :: 0

** Critical path
- STA classifies the critical path startpoint as a flip-flop.
- Critical path's slowest cell :: sky130_fd_sc_hd__clkdlybuf4s50_1
- Capturing element type of the critical path :: output port
- The required time at the worst endpoint is listed as 1520 ps.
- On the critical path the largest part of the delay comes from buffers and inverters.
- Data arrives at the worst endpoint at 1080 ps.
- Along the critical path, the tally of buffer and inverter instances is 1.
- The report lists the cells along the critical path as clkdlybuf4s50_1.
- Per the timing report, the biggest fanout along the worst path comes to 1.
- Start-to-end type of the worst setup path :: flip-flop to output port
- Largest incremental delay on the critical path :: 520 ps

** Route
- The final route contains 308 vias.
- Dividing the detail-routed via count by the number of cells gives 1.137.
- The script logs the mean routed wire length per placed instance as 7.295 microns.
- Post-detailed-route count of antenna-violating nets :: 0
- The wire length recorded after detailed routing is 1977 microns.
- After detailed routing, the number of remaining DRC violations is 0.
- First-iteration detailed-routing DRC count :: 12
- Number of iterations in the first detailed-routing pass :: 4
- Diode count :: 0

** Die
- Per the OpenROAD floorplan log, the area of the die is 22200 sq um.
- Die span in x :: 149 microns
- In this run the count of I/O pins placed on the die edge is 343.
- The die is ~150 microns tall.
- The core region is 16470 sq um.
- Floorplan utilization :: 0.02789
- Number of rows created at floorplan :: 47

** Global route
- Largest net degree at the start of global routing :: 10
- Global-route congestion overflow total :: 0
- The number of global-route vias before repair came to 342.
- Overall routing resource usage recorded by global route was 0.01773.
- Antenna violations before repair :: 1
- The first global-routing pass estimated 2615 microns of wire.

** Run status
- Outcome :: finished, final reports clean

** Min path
- The path class of the tightest hold or removal check is flip-flop to flip-flop.

** Place
- The congestion estimate from routability-driven global placement came to 0.7034.
- Summed over all nets, the half-perimeter wirelength after detailed placement is around 1700 microns.
- The placement stage leaves a total instance area of 929.6 sq um.
- Count of port buffers added during placement :: 20
- Logged for this run, the post-placement worst setup slack is 477.9 ps.
- Placed instance count :: 267

** Job
- The number of maximum-capacitance violations recorded for the run is 0.
- Number of warning messages in the logs :: 347

** Cells and area
- Logic area :: 90.09 sq um
- In the final layout, the share of cells above drive strength 1 is 0.09804.
- Final Instance Area :: 1008 sq um
- Reg area :: 360.3 sq um
- In this run the layout overhead on the synthesized area is reported as 119.6%.
- Most frequent cells in the layout :: sky130_fd_sc_hd__clkdlybuf4s50_1, sky130_fd_sc_hd__edfxtp_1, sky130_fd_sc_hd__clkbuf_16, sky130_fd_sc_hd__dfxtp_1
- In the final layout, the fill cell count is 1952.
- Most instantiated logic cell after routing :: sky130_fd_sc_hd__clkdlybuf4s50_1
- Number of standard cells in the final layout excluding fillers :: 271
- Post-layout util :: 0.06125
-- Yosys cell counts, drive strengths merged --
library cell	number
dfxtp	3
o22ai	1
nand3b	2
o21ai	2
nor3	1
and2	1
edfxtp	10
or2	1
inv	1
buf	1
a21oi	1
xnor2	1
nor2	2
nand2b	1
-- metal layers --
metal | GRT usage | up-vias | share of wire
met1 | 0.01757 | 145 | 0.33
met2 | 0.02802 | 13 | 0.47
met4 | 0.0004907 | 2 | 0.0010
met3 | 0.01694 | 2 | 0.19
li1 | - | 146 | -
met5 | 0 | - | 0.0066
-- sequential cells by signal, indices dropped and copies added, names as in the netlist --
register       count
enable             1
estado_actual      3
tx_dato_in         8
tx_start           1
-- cells by family (layout without fill, tap and decap cells) --
| family | count (synthesis) | count (layout) |
|---|---|---|
| xor gates and xnor gates | 1 | 1 |
| and+or+nand+nor | 8 | 8 |
| DFF | 13 | 13 |
| buffers and inverters | 2 | 25 |
| AOI/OAI and AO/OA | 4 | 4 |
-- worst register-to-register path, cell delays in order, from the launching register on --
cell and delay (ps):
sky130_fd_sc_hd__dfxtp_1 440, sky130_fd_sc_hd__nand2b_4 110, sky130_fd_sc_hd__nor2_1 500
-- worst paths after layout --
kind                                               start                  endpoint  slack, ps  depth (start not counted)
worst max register to register  estado_actual[2]$_DFF_P_   tx_dato_in[3]$_DFFE_PP_        480                          2
worst max-delay path             tx_dato_in[1]$_DFFE_PP_             tx_dato_in[1]        440                          1
worst min register to register  estado_actual[1]$_DFF_P_  estado_actual[1]$_DFF_P_        530                          1
worst min-delay path            estado_actual[1]$_DFF_P_  estado_actual[1]$_DFF_P_        530                          1
-- final cells by class --
type,count,share of cell area
well taps,220,0.2730
multi-input cells,13,0.08933
inverters,1,0.003722
flip-flops and latches,13,0.3573
clock buffers,4,0.07816
repair buffers,20,0.1985
-- power groups by stage --
stage     logic (mW)  clock network, mW  registers, mW
4_1_cts        0.207              0.394          0.442
5_1_grt        0.218              0.404          0.451
6_report       0.198              0.384          0.441
Power is estimated from default activity; no workload was simulated.
